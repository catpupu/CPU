[./run.sh]
#!/bin/bash
# OpenROAD 26Q1-2900-gdf79404cd8, Yosys 0.63+post, stock flow scripts
make -C /OpenROAD-flow-scripts/flow DESIGN_CONFIG=/design/flow/config.mk WORK_HOME=/design/flow/orfs finish
[./config.mk]
export PLATFORM = sky130hd
export DESIGN_NAME = reg_file
export DESIGN_NICKNAME = reg_file
export VERILOG_FILES = /design/flow/design.v
export SDC_FILE = /design/flow/constraint.sdc
export NUM_CORES = 4
export LEC_CHECK = 1
export CORE_UTILIZATION = 40
[./constraint.sdc]
current_design reg_file

set clk_period 6.8
set clk_io_pct 0.2

create_clock -name clk0 -period $clk_period [get_ports {clk}]

set non_clock_inputs [all_inputs -no_clocks]
set_input_delay [expr $clk_period * $clk_io_pct] -clock clk0 $non_clock_inputs
set_output_delay [expr $clk_period * $clk_io_pct] -clock clk0 [all_outputs]
[./design.v]
module reg_file(clk, RegWrite, RN1, RN2, WN, WD, RD1, RD2);
    input  clk, RegWrite;
    input  [4:0] RN1, RN2, WN;
    input  [31:0] WD;
    output [31:0] RD1, RD2; 
    wire[4:0] RN1, RN2;
    reg [31:0] RD1, RD2;
    reg [31:0] file_array[31:1];
    always @(RN1 or file_array[RN1]) begin
      RD1 <= 0 ? 32'd0 : file_array[RN1];
    end
    always @(RN2 or file_array[RN2]) begin
      RD2 <= 0 ? 32'd0 : file_array[RN2];
    end
    always @(posedge clk)
        if(RegWrite && WN != 0)
            file_array[WN] <= WD;
endmodule 
==> results.json <==
{
  "run_status": "completed",
  "crit_path_end_kind": "output pin",
  "grt_pass1_wl_um": 195000,
  "dpl.hpwl_um": 78700,
  "worstPathArrival_ns": 4.44,
  "largestRegisters": "file_array: 992 flops",
  "top_area_share_pct": 64.7,
  "max_slew.worst_pin.slew_ns": 1.10,
  "crit_family": "buffers and inverters",
  "coreArea_um2": 114000,
  "syn_area_um2": 46100,
  "synthToLayoutAreaGrowth_pct": 13.5,
  "cts_root_buffer": "clkbuf_16",
  "cp_cell_sequence": "clkbuf_8 > buf_4 > mux2i_1 > o221ai_1 > a211oi_1 > a21oi_1 > clkdlybuf4s50_1",
  "warnings": 25,
  "fp_util_pct": 40.3,
  "largest_register_ffs": 992,
  "routed-via-count": 26400,
  "crit_start": "RN1[2]",
  "required_ns": 5.44,
  "hold_path.class": "in2reg",
  "wl_per_cell_um": 31.8,
  "grt-ovfl-total": 0,
  "hold_ws_ns": 1.52,
  "rsz0062_at_grt": "no",
  "setup_violations": 0,
  "synth_area_per_cell_um2": 18.5,
  "drive_gt1_share_pct": 25.5,
  "ir_worst_vdd_v": 0.000214,
  "gp_congestion": 0.898,
  "tritoncts": "yes",
  "critPathKind": "in2out",
  "cap_violations": 0,
  "final_antenna_net_count": 0,
  "ys_seq_share_pct": 64.7,
  "grt_start_max_net_pins": 99,
  "fp.dieW_um": 341,
  "timing.setup.tns_ns": 0,
  "regMostFlops": "file_array",
  "crit_fanout": 44,
  "cts.htree.levels": 3,
  "finalCritPeriodShare_pct": 85.3,
  "cts_buffer_depth": 3,
  "leakage_nw": 16.8,
  "drt_wl_total_um": 134000,
  "total_power_mw": 13.5,
  "critPathBufInv": 3,
  "cts_buffers": 97,
  "synth_cell_type_count": 33,
  "final.min_clock_period_ns": 5.80,
  "drt_drc_violations_left": 0,
  "first_pass_iters": 5,
  "clock_sinks": 992,
  "dieHeight_um": 341,
  "vias_per_cell": 6.26,
  "synth.area.top_cells": "edfxtp_1 65%, mux4_2 16%, mux2i_1 7.0%",
  "power.density_nw_per_um2": 258,
  "antenna_found_initial": 5,
  "grt.total_usage_pct": 25.4,
  "ys_ff": 992,
  "holdBufCountCts": 0,
  "drt-initial-drc-count": 1376,
  "cp_slowest_cell": "a211oi_1",
  "port_buffers": 112,
  "clk_pin_slew_ns": 0.06,
  "grt_pass1_vias": 29200,
  "yosys.area.top_type": "edfxtp_1",
  "critical-path-max-stage-delay_ns": 0.89,
  "die-area_um2": 117000,
  "start_kind": "primary input",
  "finalHoldViolations": 0,
  "whs_path_depth": 2,
  "ioPinCount": 113,
  "fmax_ghz": 0.172,
  "synth_cells": 2494,
  "ys_warn_count": 1,
  "cts_setup_buffers": 0,
  "num_rows": 124,
  "ys_chip_area_um2": 46100,
  "worstHoldEndpoint": "file_array[21][1]",
  "max_slew_margin_pct": 26.4,
  "slew_violations": 0,
  "min-delay-start": "WD[1]",
  "ctsResizeCount": 0,
  "ys_cells": 2494
}
synthesized netlist by cell type (all sizes together):
| cell | instances |
|---|---|
| a22o | 64 |
| or3b | 8 |
| mux4 | 320 |
| nand3b | 9 |
| and2b | 2 |
| nand2 | 2 |
| clkbuf | 45 |
| mux2i | 320 |
| and2 | 6 |
| edfxtp | 992 |
| a21oi | 128 |
| nand3 | 4 |
| a22oi | 64 |
| or3 | 5 |
| nor2b | 10 |
| o22ai | 64 |
| o221ai | 64 |
| a211oi | 128 |
| buf | 160 |
| nor2 | 99 |
per-layer routing:
metal,part of all wire (%),track usage (%),vias up
li1,-,-,11000
met1,32,28.9,13200
met2,46,37.0,1901
met3,19,21.5,241
met4,2.5,5.09,18
met5,0.32,2.66,-
placed cells by master, fill, tap and decap left out, drive strengths merged:
cell and count:
mux2i 320, and2 6, o22ai 64, nand2 2, edfxtp 992, nand3 4, mux4 320, o221ai 64
clkbuf 121, nor2b 10, clkinvlp 1, and2b 2, a211oi 128, nand3b 9, clkdlybuf4s50 102, nor2 99
a22oi 64, diode 1, or3b 8, clkinv 45, bufinv 13, buf 130, or3 5, a22o 64
a21oi 128
power by group:
part / total (mW) / internal (mW) / switching [mW]
clock network: 5.47 / 3.21 / 2.25
logic: 1.20 / 0.499 / 0.697
registers: 6.83 / 6.80 / 0.0291
final cells by class:
| class | instances | area (µm²) |
|---|---|---|
| antenna | 1 | 2.50 |
| clock buffer | 119 | 2620 |
| clock inverter | 59 | 609 |
| fill | 9372 | 61900 |
| multi-input combinational | 1297 | 15200 |
| sequential | 992 | 29800 |
| tap | 1512 | 1890 |
| timing repair buffer | 234 | 2120 |
worst max path at each step:
| stage | endpoint | slack (ns) | cells past startpoint |
|---|---|---|---|
| 4_1_cts | RD1[13] | 1.06 | 8 |
| 5_1_grt | RD1[31] | 0.83 | 7 |
| 6_report | RD1[31] | 1.00 | 7 |
through the flow:
step,std cells,cell area [µm²],utilization (%),setup WS (ns)
after floorplan,2494,46100,-,2.82
after global placement,4035,49000,43.0,1.08
after detailed placement,4035,49000,43.0,1.06
after CTS,4213,52300,45.8,1.06
after global routing,4213,52300,45.8,0.832
final,4214,52300,45.8,1.00
cells by family (layout without fill, tap and decap cells):
logic type             count (synthesis)  count (layout)  synth area share [%]
AOI/OAI and AO/OA                    512             512                  8.36
buffers and inverters                205             412                  2.84
DFF                                  992             992                  64.7
muxes                                640             640                  22.6
other                                  0               1                     0
and+or+nand+nor                      145             145                  1.53
Power is estimated from default activity; no workload was simulated.
