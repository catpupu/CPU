===== ./config.mk =====
export PLATFORM = sky130hd
export DESIGN_NAME = ALU
export DESIGN_NICKNAME = ALU
export VERILOG_FILES = /design/flow/design.v
export SDC_FILE = /design/flow/constraint.sdc
export NUM_CORES = 4
export LEC_CHECK = 1
export CORE_UTILIZATION = 30

===== ./constraint.sdc =====
current_design ALU

set clk_period 31.1
set clk_io_pct 0.2

create_clock -name clk0 -period $clk_period

set non_clock_inputs [all_inputs -no_clocks]
set_input_delay [expr $clk_period * $clk_io_pct] -clock clk0 $non_clock_inputs
set_output_delay [expr $clk_period * $clk_io_pct] -clock clk0 [all_outputs]

===== ./design.v =====
module ALU( ctl, a, b, result, zero );
    input [2:0]   ctl ;
    input [31:0]  a, b ;
    output [31:0] result ;
    output zero ;
    wire [31:0] c, ALUOut, ShifterOut;
    wire inv;
    parameter ALU_sll = 3'b011;
    parameter ALU_add = 3'b010;
    parameter ALU_sub = 3'b110;
    parameter ALU_and = 3'b000;
    parameter ALU_or = 3'b001;
    parameter ALU_slt = 3'b111;
    assign inv = (ctl == ALU_sub || ctl == ALU_slt);
    genvar i;
    ALU_Slice slice( .a(a[0]), .b(b[0]), .cin(inv), .cout(c[0]), .ctl(ctl), .out(ALUOut[0]), .inv(inv) );
    for(i = 1 ; i<32 ; i=i+1)
        ALU_Slice slice( .a(a[i]), .b(b[i]), .cin(c[i-1]), .cout(c[i]), .ctl(ctl), .out(ALUOut[i]), .inv(inv) );
    Shifter shifter( .a(a), .b(b), .result(ShifterOut) );
    assign result = ( ctl == ALU_sll ? ShifterOut :
                      ctl == ALU_slt ? {31'b0, ALUOut[31]} : ALUOut); 
    assign zero = (result == 32'b0);
endmodule
module ALU_Slice( a, b, cin, cout, inv, ctl, out );
    input a, b, cin, inv;
    input [2:0] ctl;
    output cout, out;
    wire and_out, or_out, fa_out;
    wire bx, e1, e2, e3;
    parameter ALU_add = 3'b010;
    parameter ALU_sub = 3'b110;
    parameter ALU_and = 3'b000;
    parameter ALU_or = 3'b001;
    parameter ALU_slt = 3'b111;
    and (and_out, a, b);
    or (or_out, a, b);
    xor (bx, b, inv);
    xor (e1, a, bx);
    and (e2, a, bx);
    and (e3, e1, cin);
    or (cout, e2, e3);
    xor (fa_out, e1, cin);
    assign out = (ctl == ALU_and ? and_out : 
                  ctl == ALU_or ? or_out : 
                  ctl == ALU_add ? fa_out :
                  ctl == ALU_sub ? fa_out :
                  ctl == ALU_slt ? fa_out : 0);
endmodule
`timescale 1ns/1ns
module Shifter( a, b, result );
    input [31:0] a, b;
    output [31:0] result;     
    wire[31:0] w[0:5];
    assign w[0] = a;
    genvar i, j;
    for( i = 0 ; i < 5 ; i = i + 1 ) begin
        for( j = 2**i-1 ; j >= 0 ; j = j - 1 )  
            mux2x1 mux( .a(1'b0), .b(w[i][j]), .out(w[i+1][j]), .sel(b[i]) );
        for( j = 2**i ; j < 32 ; j = j + 1 )
            mux2x1 mux( .a(w[i][j-2**i]), .b(w[i][j]), .out(w[i+1][j]), .sel(b[i]) );
    end
    assign result = w[5] ;  
endmodule
`timescale 1ns/1ns
module mux2x1( a, b, out, sel );
    input a, b, sel;
    output out;
    assign out = sel ? a : b;
endmodule

===== ./run.sh =====
#!/bin/bash
# OpenROAD 26Q1-2900-gdf79404cd8, Yosys 0.63+post, stock flow scripts
make -C /OpenROAD-flow-scripts/flow DESIGN_CONFIG=/design/flow/config.mk WORK_HOME=/design/flow/orfs finish

==> results.txt <==
The implementation run finished. First-pass GRT wire length landed at 23800 µm. The setup path with the least slack is of type primary input to output pin. The worst setup path is launched from a primary input. The longest incremental delay of any stage on the critical path is reported as 590 ps.

Power spread over the standard cell area amounts to 19.3 nW/µm². The routed layout has 4065 vias. Yosys chip area landed at 3910 µm².

Count of input and output buffers landed at 100. Detailed-route iteration 0 reported a violation count of 305. The report gives the cell count of the worst hold path as 4. Hold analysis lists the worst path endpoint as result[0]. Remaining global-route overflow landed at 0. The script extracted a net switching power of 0.0481 mW. Of the total power, combinational logic draws 1.000.

Share of cells above drive strength 1 landed at 0.135. Leakage power total landed at 1.74 nW. Post-synthesis cell area landed at 3910 µm².

After detailed routing, the number of remaining DRC violations is 0. The most numerous cell type found on the critical path is sky130_fd_sc_hd__fa_1. Internal portion of total power landed at 0.0488 mW. The share of synthesized area in the top cell type comes to 0.154. Final hold slack landed at 13680 ps. Of the total power, registers draw 0. Count of sequential standard cells landed at 0. Pin placement for this block handled roughly 100 I/O pins. Detailed-route wire length landed at ~16000 µm.

Per the layout area report, the combinational gate area comes to approximately 3700 µm². Timing would allow up to 36.4 MHz. The run finished with clean final reports. Number of buffers added for setup after CTS landed at 0. Data arrives at the worst endpoint at 21250 ps. Post-route clock period utilization landed at 0.883. Yosys synthesis warning count landed at 1.

The synthesized netlist handed to floorplanning was reported with a cell count of 443. Number of detailed-routing iterations run before antenna repair landed at 7. The region available for standard cell placement spans around 13000 µm². STA classifies the critical path endpoint as an output pin. Detailed-route wire length per cell landed at 23.1 µm.

Layout clock buffer count landed at 0. Max-slew check failures listed in the final report amount to 0. Setup TNS landed at 0 ps. The worst-case max-slew headroom was logged as 0.502. Number of cell instances after yosys synthesis landed at 443. The via count of the first global-routing pass is 3911.

Detailed placement HPWL landed at roughly 13000 µm. Per the OpenROAD floorplan log, the width of the die is 116 µm. By area the synthesized netlist is led by sky130_fd_sc_hd__fa_1 (15%), sky130_fd_sc_hd__mux4_2 (12%), sky130_fd_sc_hd__maj3_1 (7.9%), sky130_fd_sc_hd__mux2_2 (7.8%), sky130_fd_sc_hd__mux2i_1 (7.7%). Setup repair after global routing left no endpoint under its margin. The layout report lists the combined flip-flop and latch area as 0 µm². Switching power as a fraction of the total was reported as 0.496. Entering global routing, the biggest net connects 48 pins. Looking at area per cell type in the netlist, the leader is sky130_fd_sc_hd__fa_1. In this run, post-CTS repair resized a total of 0 instances.

Area added between synthesis and finish landed at 28.0%. The type recorded for the worst min-delay path is primary input to output pin. Combined global-route utilization of all metal layers landed at 0.247. Final hold violation count landed at 0. Yosys mapped the design onto between 60 and 70 distinct sky130hd cell types. Warnings raised by the tools during the run amount to 34. Of the total power, the clock network draws 0.

The report lists the number of standard-cell rows as 41. The report puts the hold buffer count at CTS at 0. After its last routability iteration, the placer logged a weighted congestion of 1.00. Mean number of vias per cell landed at 5.89. Largest fanout of any net on the critical path landed at 31. The final timing report counts setup violations totalling 0.

Per the run summary, max-cap violations total 0. Number of filler cells placed in the layout landed at 1308. The count of nets left with antenna violations once routing finished came out at 0. In this run the most critical hold path is launched from ctl[2]. The transition time recorded at the tightest slew-check pin is 745 ps. In this run the mean area of a mapped cell was 8.83 µm². The chip occupies approximately 14000 µm². Vertical extent of the die landed at 116 µm. Register area share after synthesis landed at 0.

The initial antenna violation count came to 0. Critical path data required time landed at 24880 ps. After layout, the minimum clock period comes to 27470 ps.

Per the detail_route report, inserted antenna diodes total 0. The floorplan step records an initial core utilization of 0.309. The largest individual stage delay along the critical path comes from the cell sky130_fd_sc_hd__clkdlybuf4s50_1.

The analysis reports a worst IR drop on VDD of 0.00683 mV.
-- layer usage --
layer,vias to the layer above,part of all wire,GRT usage
met2,201,0.48,0.413
met1,1980,0.41,0.336
met3,22,0.077,0.0396
li1,1862,-,-
met4,0,0.031,0.0675
met5,-,0,0
-- placed cells by master, fill, tap and decap left out, types with 3 or more instances in the layout --
cell                              Yosys  routed
sky130_fd_sc_hd__a22o_1               4       4
sky130_fd_sc_hd__mux2_2              27      27
sky130_fd_sc_hd__nand4_1              5       5
sky130_fd_sc_hd__nand2b_1             7       7
sky130_fd_sc_hd__o211ai_1             7       7
sky130_fd_sc_hd__mux4_2              20      20
sky130_fd_sc_hd__a22oi_1             23      23
sky130_fd_sc_hd__mux2i_1             30      30
sky130_fd_sc_hd__a221o_1              3       3
sky130_fd_sc_hd__nor3_1              10      10
sky130_fd_sc_hd__nor4_1               5       5
sky130_fd_sc_hd__o211a_1              3       3
sky130_fd_sc_hd__nor2_1              32      31
sky130_fd_sc_hd__or4_1                4       4
sky130_fd_sc_hd__ha_1                 3       3
sky130_fd_sc_hd__inv_1                7       7
sky130_fd_sc_hd__buf_4                0      10
sky130_fd_sc_hd__a21oi_1              8       8
sky130_fd_sc_hd__o22ai_1              7       7
sky130_fd_sc_hd__clkdlybuf4s50_1      0      99
sky130_fd_sc_hd__fa_1                30      30
sky130_fd_sc_hd__o21ai_0             21      21
sky130_fd_sc_hd__maj3_1              31      31
sky130_fd_sc_hd__xnor2_1             31      31
sky130_fd_sc_hd__nand3_1             11      11
sky130_fd_sc_hd__nand2_1             29      29
-- how the worst max path moves through the flow --
stage	startpoint	endpoint	slack, ps
CTS	ctl[1]	zero	3650
global route	ctl[1]	zero	3010
finish	ctl[1]	zero	3630
-- power by group through the flow --
stage         Combinational, mW  Clock, mW  Sequential (mW)
CTS                      0.0971          0                0
global route              0.106          0                0
finish                   0.0969          0                0
-- through the flow --
step | setup WS, ps | total power [mW] | instances | util | cell area, µm²
after floorplan | 5290 | 0.0544 | 443 | - | 3910
after global placement | 3800 | 0.0963 | 690 | 0.395 | 5010
after detailed placement | 3690 | 0.0967 | 690 | 0.395 | 5010
after CTS | 3650 | 0.0971 | 690 | 0.395 | 5010
after global routing | 3010 | 0.106 | 690 | 0.395 | 5010
final | 3630 | 0.0969 | 690 | 0.395 | 5010
-- critical path, delay by kind of cell --
family / cells / cell delay [ps]
fa+ha+maj: 30 / 11800
simple gates: 5 / 1150
xor+xnor: 1 / 180
buf+inv: 3 / 1480
compound gates: 2 / 380
-- cell type report --
type,instances,area share
inverter,9,0.00674
timing repair buffer,110,0.214
tap,172,0.0430
multi-input combinational,399,0.736
-- kinds of logic after synthesis --
family,share of synthesized area
AOI/OAI and AO/OA,0.189
and+or+nand+nor,0.159
buffers and inverters,0.0585
adders and majority gates,0.242
xor gates and xnor gates,0.0716
muxes,0.280
-- cells in the mapped netlist (3+ instances only) --
| master | count |
|---|---|
| sky130_fd_sc_hd__nor4_1 | 5 |
| sky130_fd_sc_hd__maj3_1 | 31 |
| sky130_fd_sc_hd__nand4_1 | 5 |
| sky130_fd_sc_hd__mux2i_1 | 30 |
| sky130_fd_sc_hd__xnor2_1 | 31 |
| sky130_fd_sc_hd__nor2_1 | 32 |
| sky130_fd_sc_hd__a22o_1 | 4 |
| sky130_fd_sc_hd__a221o_1 | 3 |
| sky130_fd_sc_hd__mux2_2 | 27 |
| sky130_fd_sc_hd__a22oi_1 | 23 |
| sky130_fd_sc_hd__ha_1 | 3 |
| sky130_fd_sc_hd__fa_1 | 30 |
| sky130_fd_sc_hd__buf_6 | 3 |
| sky130_fd_sc_hd__o211ai_1 | 7 |
| sky130_fd_sc_hd__buf_2 | 7 |
| sky130_fd_sc_hd__a21oi_1 | 8 |
| sky130_fd_sc_hd__mux4_2 | 20 |
| sky130_fd_sc_hd__clkbuf_1 | 11 |
| sky130_fd_sc_hd__inv_1 | 7 |
| sky130_fd_sc_hd__nand2_1 | 29 |
| sky130_fd_sc_hd__o21ai_0 | 21 |
| sky130_fd_sc_hd__or4_1 | 4 |
| sky130_fd_sc_hd__nor2b_1 | 3 |
| sky130_fd_sc_hd__nand2b_1 | 7 |
| sky130_fd_sc_hd__o22ai_1 | 7 |
| sky130_fd_sc_hd__buf_1 | 12 |
| sky130_fd_sc_hd__o211a_1 | 3 |
| sky130_fd_sc_hd__nand3_1 | 11 |
| sky130_fd_sc_hd__nor3_1 | 10 |
Power and IR drop assume default switching activity.
